`config.mk`:
```
export PLATFORM = sky130hd
export DESIGN_NAME = fsm
export DESIGN_NICKNAME = fsm
export VERILOG_FILES = /design/flow/design.v
export SDC_FILE = /design/flow/constraint.sdc
export NUM_CORES = 4
export LEC_CHECK = 1
export CORE_UTILIZATION = 30
```
`constraint.sdc`:
```
current_design fsm

set clk_period 2.4
set clk_io_pct 0.2

create_clock -name clk0 -period $clk_period [get_ports {clk}]

set non_clock_inputs [all_inputs -no_clocks]
set_input_delay [expr $clk_period * $clk_io_pct] -clock clk0 $non_clock_inputs
set_output_delay [expr $clk_period * $clk_io_pct] -clock clk0 [all_outputs]
```
`design.v`:
```
`timescale 1ns / 1ps
module fsm(
input clk, s1, s2, s3, s4, s5, reset, p, d, g,  
output reg sw1, sw2, sw3, ta0, ta1, tb0, tb1,
output reg [3:0] anodos,
output reg [6:0] led
);
parameter frecuencia = 1000000;
parameter freq_out = 5000;
parameter max_count = frecuencia/(2 * freq_out);
reg [3:0] estado;
reg [10:0] count;
reg clk_out;
reg [1:0] sel;
initial begin
	count = 0;
	clk_out = 0;
	sel = 0;
	estado = 0;
	led = 0;
	anodos = 0;
end
parameter e0=0, e1=1, e2=2, e3=3, e4=4, e5=5, e6=6, e7=7, e8=8, e9=9, e10=10, e11=11;
always @ (estado)
     begin
          case (estado)
               e0:
                  {sw1, sw2, sw3, ta0, ta1, tb0, tb1} = 7'b1100000;
               e1:
                  {sw1, sw2, sw3, ta0, ta1, tb0, tb1} = 7'b1100010;
               e2:
                  {sw1, sw2, sw3, ta0, ta1, tb0, tb1} = 7'b0001010;
               e3:
                  {sw1, sw2, sw3, ta0, ta1, tb0, tb1} = 7'b0001000;
               e4:
                  {sw1, sw2, sw3, ta0, ta1, tb0, tb1} = 7'b1101010;
               e5:
                  {sw1, sw2, sw3, ta0, ta1, tb0, tb1} = 7'b1110100;
               e6:
                  {sw1, sw2, sw3, ta0, ta1, tb0, tb1} = 7'b1110001;
               e7:
                  {sw1, sw2, sw3, ta0, ta1, tb0, tb1} = 7'b1111000;
               e8:
                  {sw1, sw2, sw3, ta0, ta1, tb0, tb1} = 7'b1100101;
               e9:
                  {sw1, sw2, sw3, ta0, ta1, tb0, tb1} = 7'b1100100;
               e10:
                  {sw1, sw2, sw3, ta0, ta1, tb0, tb1} = 7'b0000100;
               e11:
                  {sw1, sw2, sw3, ta0, ta1, tb0, tb1} = 7'b1100001;
					default:
						{sw1, sw2, sw3, ta0, ta1, tb0, tb1} = 7'b1100000;
          endcase
     end
always @(posedge clk, negedge reset)
begin
	if (reset == 0)
		estado <= e0;
	else
	begin
		case (estado)
		e0:
			if (d == 0 && p == 1)  
				estado <= e1;
			else if (d == 1 && p == 1 && g == 0)  
				estado <= e8;
			else if (d == 1 && p == 1 && g == 1)  
				estado <= e5;
			else
				estado <= e0;
		e1:
			if (s3 == 1 && p == 1)
				estado <= e2;
			else if (s2 == 1 && p == 1)
				estado <= e3;
			else if (s2 == 1 && p == 0)
				estado <= e0;
			else
				estado <= e1;
		e2:
			if (s2 == 1)
				estado <= e3;
			else
				estado <= e2;
		e3:
			if (s4 == 1)
				estado <= e4;
			else
				estado <= e3;
		e4:
			if (s1 == 1)
				estado <= e1;
			else
				estado <= e4;
		e5:
			if (s5 == 1)
				estado <= e6;
			else
				estado <= e5;
		e6:
			if (g == 0 && s2 == 1)
				estado <= e7;
			else
				estado <= e6;  
		e7:
			if (s1 == 1 && d == 0 && p == 1)
				estado <= e1;
			else if (s1 == 1 && p == 0)
				estado <= e0;
			else if (s1 == 1 && d == 1 && p == 1)
				estado <= e8;
			else
				estado <= e7;
		e8:
			if (s3 == 1)
				estado <= e9;
			else
				estado <= e8;
		e9:
			if (s4 == 1)
				estado <= e10;
			else
				estado <= e9;
		e10:
			if (s1 == 1)
				estado <= e11;
			else
				estado <= e10;
		e11:
			if (s2 == 1 && p == 1)
				estado <= e8;
			else if (s2 == 1 && p == 0)
				estado <= e0;
			else
				estado <= e11;
		endcase
		end
end
always @ (posedge clk)  
begin
	if (count == max_count)
		begin
			clk_out = ~clk_out;
			count = 0;
		end
		else
			count = count + 1;
end
always @ (posedge clk_out)  
begin
	if (sel == 1)
		sel <= 0;
	else
		sel <= sel + 1;
end
always @(posedge clk_out)  
	case (sel)
		2'b00 : anodos <= 4'b1110;
		2'b01 : anodos <= 4'b1101;
	endcase
always @(*)
	begin
		case({estado, sel})
		6'b0000_00: led <= 7'b1001111;  
		6'b0000_01: led <= 7'b0010010;  
		6'b0001_00: led <= 7'b1001111;  
		6'b0001_01: led <= 7'b1100000;  
		6'b0010_00: led <= 7'b0001000;  
		6'b0010_01: led <= 7'b1100000;  
		6'b0011_00: led <= 7'b0001000;  
		6'b0011_01: led <= 7'b0010010;  
		6'b0100_00: led <= 7'b0001000;  
		6'b0100_01: led <= 7'b1100000;  
		6'b0101_00: led <= 7'b0001000;  
		6'b0101_01: led <= 7'b0010010;  
		6'b0110_00: led <= 7'b0100100;  
		6'b0110_01: led <= 7'b1100000;  
		6'b0111_00: led <= 7'b0001000;  
		6'b0111_01: led <= 7'b0010010;  
		6'b1000_00: led <= 7'b0001000;  
		6'b1000_01: led <= 7'b1100000;  
		6'b1001_00: led <= 7'b0001000;  
		6'b1001_01: led <= 7'b0000110;  
		6'b1010_00: led <= 7'b0001000;  
		6'b1010_01: led <= 7'b0000110;  
		6'b1011_00: led <= 7'b1001111;  
		6'b1011_01: led <= 7'b1100000;  
		default: led <= 7'b1111111;
	endcase 
	end 
endmodule 
```
`run.sh`:
```
#!/bin/bash
# OpenROAD 26Q1-2900-gdf79404cd8, Yosys 0.63+post, stock flow scripts
make -C /OpenROAD-flow-scripts/flow DESIGN_CONFIG=/design/flow/config.mk WORK_HOME=/design/flow/orfs finish
```
==> impl_metrics.ini <==
; synthesis and place-and-route metrics
[timing]
setup_violations = 0
untimed_endpoints = 11
fin_crit_sh_pct = 97.28
fin_worst_skew_ns = 0.001162
unclocked_pins = 5
finalMaxSlewViolations = 0
whs_ns = 0.4418
max_freq_mhz = 428.3
rsz0062_at_grt = true
hold_viol_final = 0
fin_crit_ns = 2.335
setup_tns_ns = 0

[critical_path]
worstPathMaxFanout = 5
rr_worst_depth = 8
reg2reg_slack_ns = 0.45
end_kind = output port
cp_cell_sequence = inv_2, buf_4, mux2_2, a22o_1, a221oi_2, dlygate4sd2_1
slowest_delay_ns = 0.45
cp.required_ns = 1.92
critical-path-slowest-cell = dfrtp_2
r2r-start = estado[1]$_DFFE_PN0P_
arrival_ns = 1.85
setup.worst_path.class = reg2out
startpoint_type = flop
r2r-end = estado[3]$_DFFE_PN0P_

[logic_synthesis]
ys_chip_area_sq_um = 1635
synth_cell_types = 51
avgSynthCellArea_sq_um = 8.096
top_cells_by_area = dfxtp_1 16%, ha_1 9.9%, edfxtp_1 7.3%, dfrtp_1 6.1%, o21ai_0 4.9%
synth-async-reset-ratio_pct = 19.05
synth_top_area_share_pct = 15.91
yosysTopAreaCell = dfxtp_1
ys_warn_count = 1
flop_cell = dfxtp_1
synth-edff-count = 4
yosys_cells = 202
postSynthCellCount = 202
synth_area_sq_um = 1635
synth_top_cell_by_count = nand2_1
synth_seq_share_pct = 29.38
netlist_top_cells_count = 20 x nand2_1, 16 x nor2_1, 16 x o21ai_0
ys.flops = 21

[floorplan]
die_h_um = 75.83
num_io_pins = 28
rows = 26
die_x_um = 75.83
fp-utilization_pct = 31.62
coreArea_sq_um = 5172
die_area_sq_um = 5750

[route]
drc = 0
via_count = 1507
antenna-diode-count = 0
initialDrtViolationCount = 48
drtPass1Iterations = 4
routed_via_density = 4.877
postRouteWirelength_um = 3670
wire_per_inst_um = 11.88
ant_nets = 0

[placed_design]
io_buffers = 27
gp_congestion = 0.9128
dp_cells = 300
dpl.hpwl_um = 2759

[job]
warnings = 36
max_cap_violations = 0

[global_routing]
antenna_found_initial = 0
grt_max_degree = 13
grt.total_usage_pct = 13.53
grt_pass1_vias = 1331
grt_pass1_wl_um = 6003
grt_remaining_overflow = 0

[clock_network]
worstSkewPairLatency_ns = 0.24
cts_buffer_depth = 2
clk_pin_slew_worst_paths_ns = 0.06
h-tree-depth = 1
numCtsBuffers = 3
clock-root-buffer = clkbuf_8
cts_tree = yes
hold_buffers = 0

[finish]
nFillCells = 499
area.growth.synth_to_final_pct = 33.67
final_core_util_pct = 42.26
final_cell_count_no_fill = 309
drive_gt1_share_pct = 18.41

[power_and_ir_drop]
cellPowerDensity_nw_per_um2 = 1119
ir_drop_mv = 0.4127
leakagePower_nw = 0.8785
total_power_mw = 2.445

[worst_hold_path]
worst_hold_path_type = in2async

[run_status]
status = finished, final reports clean
==> area by class of cell <==
type / instances / area (sq um) / share of cell area (%)
multi-input cells: 157 / 1097 / 50.20
flip-flops and latches: 21 / 484.2 / 22.15
well taps: 70 / 87.58 / 4.007
clock buffers: 4 / 55.05 / 2.519
repair buffers: 46 / 420.4 / 19.23
inverters: 11 / 41.29 / 1.889
==> kinds of logic (layout without fill, tap and decap cells) <==
| kind of cell | count (synthesis) | after routing | synth area share (%) |
|---|---|---|---|
| flops | 21 | 21 | 29.38 |
| other cells | 1 | 1 | 0.2293 |
| xor+xnor | 11 | 11 | 5.892 |
| simple gates | 74 | 74 | 22.49 |
| mux | 4 | 4 | 2.678 |
| buf+inv | 24 | 61 | 6.656 |
| compound gates | 54 | 54 | 22.73 |
| fa+ha+maj | 13 | 13 | 9.947 |
==> sequential cells by signal (all words and copies together) (netlist names) <==
register	flops
count	11
estado	4
anodos	3
sel	2
clk_out	1
==> layer usage <==
layer	vias up	wire length [um]	GRT usage, %
met5	-	0	0
met4	0	0	0.6173
met3	0	99	1.877
met2	30	1612	21.04
met1	685	1958	21.40
li1	792	-	-
==> worst max path at each step <==
stage	startpoint	end	slack (ns)	cells after the start
final	estado[0]$_DFFE_PN0P_	led[4]	0.07	6
after global routing	estado[0]$_DFFE_PN0P_	led[2]	-0.04	7
after CTS	estado[0]$_DFFE_PN0P_	led[5]	0.004	6
==> power by group <==
group	switching (mW)	total (mW)	internal [mW]
sequential	0.0790	0.392	0.313
clock	0.0859	0.231	0.145
combinational	0.810	1.82	1.01
total	0.975	2.45	1.47
==> cell usage in the layout (no fill, tap or decap), types with 8 or more instances in the layout <==
cell type        count
buf_4               18
clkdlybuf4s50_1     24
xnor2_1              8
ha_1                 9
nor2_1              16
a21oi_1              9
o21ai_0             14
inv_1                9
dfxtp_1             13
nand2_1             20
==> stage by stage <==
stage / worst slack (ns) / cell area (sq um)
2_1_floorplan: 0.3982 / 1635
5_1_grt: -0.03525 / 2186
3_5_place_dp: 0.1101 / 2031
3_3_place_gp: 0.1332 / 2031
6_report: 0.06535 / 2186
4_1_cts: 0.003971 / 2128
==> critical path: cells and delay by family, from the launching register on <==
family                 cells  cell delay, ns
flip-flops                 1            0.45
buffers and inverters      3            0.45
AND-OR/OR-AND              2            0.39
multiplexers               1            0.32
==> timing repair <==
item                       in CTS  in global routing
pin swaps                       0                  3
setup buffers                   3                  2
resized                        10                 13
setup endpoints to repair      11                 13
No activity file was given, so power comes from the tool's default toggle rates.
